==> /design/flow/design.v <==
module tiny_spi_apb(
   input	  PRESETn,
   input	  PCLK,
   input	  PENABLE,
   input	  PWRITE,
   output [31:0]  PRDATA,
   input [31:0]   PWDATA,
   input [4:0]	  PADDR,
   input 	  PSEL, 
   output 	  PREADY, 
   output	  int_o,
   output	  MOSI_oe,  
   output	  MOSI,
   output	  SCLK,
   input	  MISO,
   output reg [DEVSEL_NUM-1:0]MCS
   );
	localparam BAUD_WIDTH = 8;
	parameter SPI_MODE = 0;
	parameter BC_WIDTH = 3;
	parameter DEVSEL_NUM = 1;
	localparam DIV_WIDTH = BAUD_WIDTH;
	wire rst_i = !PRESETn;
	wire [2:0]adr_i = PADDR[4:2];
	reg [7:0]	  sft8, buf_reg8;
	wire [7:0]	  sr8_sf;
	reg [BC_WIDTH - 1:0]		bit_cnt, bit_cnt_next;
	reg [DIV_WIDTH - 1:0]	baud_reg;
	reg [DIV_WIDTH - 1:0]	baud_cnt, baud_cnt_next;
	reg op_read,curr_rd;
    reg [2:0] exec_bitnum,curr_bitnum;
	wire		  misod;
	wire		  cstb, data_wsel, baud_wsel, istb, dstb;
	reg		  sclk_reg;
	reg		  sf, load_flag;
	reg		  buf_flg;    
	reg		  txren, txeen;
	wire 	  tx_rdy, tx_end;
	wire		  cpol, cpha;
	reg		  cpolr, cphar;
	wire 	  wr;
	assign PREADY = 1'b1;  
	assign wr = PENABLE & PSEL & PWRITE & PREADY;
	assign data_wsel = wr & (adr_i == 1);
	assign istb = wr & (adr_i == 0);
	assign cstb = wr & (adr_i == 0);
	assign baud_wsel = wr & (adr_i == 0);
	assign dstb = wr & (adr_i == 3);
	assign sr8_sf = { sft8[6:0],misod };
	assign PRDATA =
		      ({16'b0,4'b0,txren, txeen,cpolr,cphar,baud_reg} & {32{(adr_i == 0)}})
		    | (buf_reg8 & {32{(adr_i == 1)}})
		    | ({ tx_rdy, tx_end } & {32{(adr_i == 2)}})
			| ( MCS & {32{(adr_i == 3)}})
		    ;
	parameter
	IDLE = 0,
	PHASE1 = 1,
	PHASE2 = 2;
   	reg [1:0] spi_seq, spi_seq_next;
   	always @(posedge PCLK or posedge rst_i)
	if (rst_i)
		spi_seq <= IDLE;
	else
		spi_seq <= spi_seq_next;
   	always @(posedge PCLK)
    begin
		baud_cnt <= baud_cnt_next;
		bit_cnt <= bit_cnt_next;
    end
   always @(*)
     begin
		sclk_reg = cpol;
		baud_cnt_next = (baud_reg[DIV_WIDTH - 1:1]==0)?1:baud_reg[DIV_WIDTH - 1:1]; 
		bit_cnt_next = bit_cnt;
		load_flag = 1'b0;
		sf = 1'b0;
		case (spi_seq)
		IDLE:
			begin
				if (buf_flg)
				begin
					bit_cnt_next = curr_bitnum;
					load_flag = 1'b1;
					spi_seq_next = PHASE2;
				end
				else
					spi_seq_next = IDLE;
			end
		PHASE2:
			begin
				sclk_reg = (cpol ^ cpha);
				if (baud_cnt == 0)
					spi_seq_next = PHASE1;
				else
				begin
					baud_cnt_next = baud_cnt - 1;
					spi_seq_next = PHASE2;
				end
			end
		PHASE1:
			begin
			sclk_reg = ~(cpol ^ cpha);
			if (baud_cnt == 0)
				begin
					bit_cnt_next = bit_cnt -1;
					sf = 1'b1;
					if (bit_cnt == 0)
					begin
						load_flag = 1'b1;
						if (buf_flg)
						begin
							bit_cnt_next = exec_bitnum;
							spi_seq_next = PHASE2;
						end
						else
							spi_seq_next = IDLE;
					end
					else
						spi_seq_next = PHASE2;
				end
			else
				begin
					baud_cnt_next = baud_cnt - 1;
					spi_seq_next = PHASE1;
				end
			end
		default:spi_seq_next = IDLE;
		endcase
     end
   always @(posedge PCLK)
     begin
		if (cstb)  
			{ cpolr, cphar } <= PWDATA[9:8];
		else
			{ cpolr, cphar } <= { cpolr, cphar };
		if (istb)  
			{ txren, txeen } <= PWDATA[11:10];
		else
			{ txren, txeen } <= { txren, txeen };
		if (baud_wsel)  
			baud_reg <= PWDATA;
		else
			baud_reg <= baud_reg;
		if (load_flag)    
			curr_rd <= op_read;
		else
			curr_rd <= curr_rd;
		if (load_flag)    
			curr_bitnum <= exec_bitnum;
		else
			curr_bitnum <= curr_bitnum;
		if (load_flag)    
			sft8 <= buf_reg8;
		else if (sf)
			sft8 <= sr8_sf;
		else
			sft8 <= sft8;
		if (data_wsel)  
			buf_reg8 <= PWDATA;
		else if (load_flag)
			buf_reg8 <= (spi_seq == IDLE) ? sft8 : sr8_sf;
		else
			buf_reg8 <= buf_reg8;
		if (data_wsel)  
			op_read <= PWDATA[15];
		else
			op_read <= op_read;
		if (data_wsel)  
			exec_bitnum <= PWDATA[14]?PWDATA[10:8]:3'h7;
		else
			exec_bitnum <= exec_bitnum;
     end  
   always @(posedge PCLK or posedge rst_i)
     begin
		if (rst_i)
			buf_flg <= 1'b0;
		else if (data_wsel)
			buf_flg <= 1'b1;
		else if (load_flag)
			buf_flg <= 1'b0;
		else
			buf_flg <= buf_flg;
     end
	always @(posedge PCLK or posedge rst_i)
    begin
		if (rst_i)
			MCS <= {DEVSEL_NUM{1'b1}};
		else if (dstb)
			MCS <= PWDATA;
		else
			MCS <= MCS;
    end
	assign { cpol, cpha } = ((SPI_MODE >= 0) & (SPI_MODE < 4)) ?
							SPI_MODE : { cpolr, cphar };
	assign tx_end = (spi_seq == IDLE);
	assign tx_rdy = ~buf_flg;
	assign int_o = (tx_rdy & txren) | (tx_end & txeen);
	assign SCLK = sclk_reg;
	assign MOSI = sft8[7];
	assign MOSI_oe=(!curr_rd) & (spi_seq != IDLE);
	assign misod = MISO;
endmodule
==> /design/flow/run.sh <==
#!/bin/bash
# OpenROAD 26Q1-2900-gdf79404cd8, Yosys 0.63+post, stock flow scripts
make -C /OpenROAD-flow-scripts/flow DESIGN_CONFIG=/design/flow/config.mk WORK_HOME=/design/flow/orfs finish
==> /design/flow/config.mk <==
export PLATFORM = sky130hd
export DESIGN_NAME = tiny_spi_apb
export DESIGN_NICKNAME = tiny_spi_apb
export VERILOG_FILES = /design/flow/design.v
export SDC_FILE = /design/flow/constraint.sdc
export NUM_CORES = 4
export LEC_CHECK = 1
export CORE_UTILIZATION = 50
==> /design/flow/constraint.sdc <==
current_design tiny_spi_apb

set clk_period 5.5
set clk_io_pct 0.2

create_clock -name clk0 -period $clk_period [get_ports {PCLK}]

set non_clock_inputs [all_inputs -no_clocks]
set_input_delay [expr $clk_period * $clk_io_pct] -clock clk0 $non_clock_inputs
set_output_delay [expr $clk_period * $clk_io_pct] -clock clk0 [all_outputs]
==> impl_metrics.py <==
# Synthesis and PnR figures
metrics = {
    "status": {
        "status": "finished, final reports clean",
    },
    "drt": {
        "firstDrtPassIters": 4,
        "routed_wl_um": 4960,
        "wire_per_inst_um": 14.9,
        "antenna_left": 0,
        "vias": 1684,
        "viasPerCell": 5.04,
        "drc": 0,
        "initialDrtViolationCount": 54,
        "diodes": 0,
    },
    "run": {
        "max_cap_violations": 0,
        "warning_count": 51,
    },
    "yosys": {
        "top_area_frac": 0.424,
        "yosys-top-cells-area": "edfxtp_1 (42%), mux2_2 (11%), dfxtp_1 (5.8%)",
        "netlist_top_cells_count": "edfxtp_1 (39), mux2_2 (27), buf_4 (21)",
        "syn_avg_cell_area_um2": 12.5,
        "ys_sh_aoi": 0.0548,
        "most_common_cell": "edfxtp_1",
        "ys_cells": 222,
        "mux_area_frac": 0.180,
        "yosys.area.top_type": "edfxtp_1",
        "async_reset_ff_frac": 0.0784,
        "ys.flop_type": "edfxtp_1",
        "synthCells": 222,
        "synth_warnings": 1,
        "yosysSeqAreaShare": 0.518,
        "synth_xor_xnor_area_share": 0.00950,
        "logic_family": "multiplexers",
        "synth_cell_type_count": 44,
        "fa_ha_area_frac": 0.0362,
        "yosys_area_um2": 2770,
        "yosys.area_share.simple": 0.115,
        "edf_count": 39,
        "synth_area_um2": 2770,
        "numSynthFlops": 51,
    },
    "cts": {
        "cts_buffer_depth": 2,
        "cts_root_buf": "clkbuf_8",
        "numClockSinks": 51,
        "hold_buffers": 0,
        "cts_tree": "yes",
        "post_cts_buffers": 0,
        "htree_levels": 2,
        "clk_pin_slew_ns": 0.09,
        "postCtsResizedCells": 0,
        "cts_buffers": 5,
        "clk_latency_ns": 0.31,
    },
    "critical_path": {
        "cp_slowest_cell": "clkdlybuf4s50_1",
        "crit_path_max_incr_delay_ns": 0.91,
        "critical_path.max_fanout": 12,
        "critPathRequiredTime_ns": 4.40,
        "path_cells": "clkdlybuf4s50_1 -> mux4_2 -> nor2b_1 -> clkdlybuf4s50_1",
        "rr_startpoint": "spi_seq[1]",
        "start_kind": "primary input",
        "arrival_ns": 3.16,
        "r2r-end": "sft8[1]",
        "critPathKind": "in -> out",
        "r2r_slack_ns": 3.27,
        "path_buffers": 2,
        "end_kind": "primary output",
        "ff2ff_path_depth": 5,
        "critPathMostFrequentCell": "clkdlybuf4s50_1",
        "crit_family": "buffers and inverters",
    },
    "sta": {
        "slew_viol_final": 0,
        "max_freq_mhz": 235,
        "worstMarginPinSlew_ns": 0.695,
        "rsz0062_at_grt": "false",
        "fin_setup_tns_ns": 0,
        "skew_ns": 0.00764,
        "slew_headroom": 0.536,
        "layout_min_cycle_time_ns": 4.26,
        "setup_ws_ns": 1.24,
        "finalClockPeriodUsage": 0.774,
        "setup-violations-final": 0,
        "hold_viol": 0,
    },
    "layout": {
        "fin_cells": 334,
        "num-fill-cells": 430,
        "drive_above_1_share": 0.197,
        "syn_to_final_growth_pct": 18.7,
        "utilization": 0.631,
    },
    "pwr": {
        "power_density_nw_per_um2": 336,
        "p_total_mw": 1.10,
        "p_leak_nw": 1.30,
        "irDropWorstVdd_mv": 0.234,
    },
    "placed_design": {
        "dp_hpwl_um": 3550,
        "port_buffers": 39,
        "dpl_worst_slack_ns": 1.25,
        "gp_congestion": 0.775,
        "dp.cells": 326,
    },
    "die": {
        "dieArea_um2": 5830,
        "die_w_um": 76.4,
        "dieHeight_um": 76.4,
        "coreArea_um2": 5200,
        "fp_util": 0.531,
        "std_cell_rows": 26,
        "boundaryPins": 81,
    },
    "min_path": {
        "hold_path_end": "curr_rd",
        "hp-class": "reg -> reg",
        "hold_start": "op_read",
        "whs_path_depth": 0,
    },
    "global_routing": {
        "grt_max_degree": 16,
        "grt_overflow": 0,
        "antenna_found_initial": 0,
        "first_global_vias": 1648,
        "grt_pass1_wl_um": 8470,
        "track_usage": 0.199,
    },
}
==> worst register-to-register path: stages, from the launching register on <==
cell and delay [ns]:
dfrtp_1 0.38, inv_1 0.07, ha_1 0.30, and3b_1 0.25, a32oi_2 0.58, mux2_2 0.41
==> layout make-up <==
| cell class | instances | area (um^2) | share of cell area |
|---|---|---|---|
| multi-input cells | 150 | 1170 | 0.357 |
| well taps | 70 | 87.6 | 0.0267 |
| flip-flops and latches | 51 | 1430 | 0.437 |
| clock inverters | 2 | 60.1 | 0.0183 |
| repair buffers | 41 | 405 | 0.124 |
| inverters | 14 | 52.6 | 0.0160 |
| clock buffers | 6 | 72.6 | 0.0221 |
==> cells in the final DEF, fill, tap and decap left out, types with 2 or more instances in the layout <==
cell,netlist,routed
mux2_2,27,27
or3b_2,3,3
inv_1,14,14
a22oi_1,2,2
nor3_1,3,3
nand3_1,3,3
and2_1,3,3
nand3b_1,2,2
mux2i_1,14,14
dfxtp_1,8,8
nand2_1,7,7
xor2_1,3,3
conb_1,2,21
nor3b_1,2,2
ha_1,8,8
mux2_4,2,2
clkdlybuf4s50_1,0,39
nand2b_1,3,3
nor2_1,15,15
nand4_1,2,2
nor2b_1,2,2
o21ai_0,7,7
clkbuf_8,0,5
dfrtp_1,3,3
edfxtp_1,39,39
a21oi_1,5,5
buf_4,21,2
bufinv_16,0,2
==> metrics by stage <==
stage          hold WS (ns)  cell area [um^2]
6_report              0.425              3280
5_1_grt               0.430              3280
3_5_place_dp          0.405              3150
3_3_place_gp          0.403              3150
2_1_floorplan         0.400              2840
4_1_cts               0.427              3280
==> power breakdown <==
group / total (mW) / switching, mW / internal, mW / leakage, nW
logic: 0.292 / 0.133 / 0.159 / 0.763
registers: 0.506 / 0.0469 / 0.459 / 0.474
clock network: 0.305 / 0.123 / 0.182 / 0.0654
total: 1.10 / 0.304 / 0.800 / 1.30
==> cell families (layout without fill, tap and decap cells) <==
group	count (synthesis)	in the layout
xor gates and xnor gates	3	3
adders and majority gates	8	8
and+or+nand+nor	53	53
muxes	44	44
AOI/OAI and AO/OA	21	21
buffers and inverters	40	63
DFF	51	51
other	2	21
==> routing by layer <==
| metal | share of wire | vias up | global-route usage |
|---|---|---|---|
| li1 | - | 841 | - |
| met1 | 0.48 | 795 | 0.343 |
| met2 | 0.46 | 40 | 0.298 |
| met3 | 0.043 | 8 | 0.0401 |
| met4 | 0.011 | 0 | 0.0192 |
| met5 | 0 | - | 0 |
==> worst max-delay path by stage <==
| stage | depth (start not counted) | from | to | slack (ns) |
|---|---|---|---|---|
| CTS | 4 | PADDR[2] | PRDATA[0] | 1.23 |
| global route | 4 | PADDR[2] | PRDATA[0] | 1.14 |
| finish | 4 | PADDR[2] | PRDATA[0] | 1.24 |
Power is estimated from default activity; no workload was simulated.
