==> flow/design.v <==
module SD_CRC16(
                     crcDat_in,
                     crcDat_en, 
                     sdClk, 
                     crcDat_rst,
                     crcDat_out);
    input     crcDat_in;
    input     crcDat_en;
    input     sdClk;
    input     crcDat_rst;
    output [15:0]   crcDat_out;
    reg    [15:0]   crcDat_out;
    reg    [15:0]   crc_in; 
    reg       temp_0;    
    always @(posedge sdClk or posedge crcDat_rst)
      begin : CRC_REG
        if (crcDat_rst)
          crcDat_out <= 16'h00;
        else if (crcDat_en)
          crcDat_out <= crc_in;
      end  
    always @(crcDat_en or crcDat_out or crcDat_in)
      begin  
        if (crcDat_en)
          begin
            crc_in = crcDat_out;          
            begin
              temp_0 = crcDat_in ^ crc_in[15];
              crc_in = crc_in << 1;
              if (temp_0)
                crc_in = crc_in ^ 16'h1021; 
            end
          end
        else
          begin
            crc_in = crcDat_out;
            temp_0 = 1'b0; 	
          end
      end 
endmodule                                         
==> flow/run.sh <==
#!/bin/bash
# OpenROAD 26Q1-2900-gdf79404cd8, Yosys 0.63+post, stock flow scripts
make -C /OpenROAD-flow-scripts/flow DESIGN_CONFIG=/design/flow/config.mk WORK_HOME=/design/flow/orfs finish
==> flow/config.mk <==
export PLATFORM = sky130hd
export DESIGN_NAME = SD_CRC16
export DESIGN_NICKNAME = SD_CRC16
export VERILOG_FILES = /design/flow/design.v
export SDC_FILE = /design/flow/constraint.sdc
export NUM_CORES = 4
export LEC_CHECK = 1
export CORE_AREA = 10 10 82 82
export DIE_AREA = 0 0 92 92
==> flow/constraint.sdc <==
current_design SD_CRC16

set clk_period 1.2
set clk_io_pct 0.2

create_clock -name clk0 -period $clk_period [get_ports {sdClk}]

set non_clock_inputs [all_inputs -no_clocks]
set_input_delay [expr $clk_period * $clk_io_pct] -clock clk0 $non_clock_inputs
set_output_delay [expr $clk_period * $clk_io_pct] -clock clk0 [all_outputs]
==> flow_summary.json <==
{
  "timing.setup.tns_ns": 0,
  "synthesis.area_sq_um": 752,
  "yosys.stat.chipArea_sq_um": 752,
  "topRoutingLayerUsed": "met4",
  "cts.htree.levels": 1,
  "num_io_pins": 20,
  "internal-power_mw": 1.81,
  "met2_length_um": 662,
  "power.share.switching_pct": 23.8,
  "dr_total_vias": 412,
  "power.net_switching_mw": 0.564,
  "synth.area.top_cells": "sky130_fd_sc_hd__dfrtp_1, sky130_fd_sc_hd__mux2_2, sky130_fd_sc_hd__buf_4",
  "power.share.clock_pct": 15.5,
  "antenna_violating_nets_post_route": 0,
  "area_growth_pct": 36.8,
  "drt_pass1_iterations": 2,
  "crit_chain": "xor3_1 > mux2_4",
  "final_period_minus_worst_setup_slack_ns": 1.19,
  "edff_count_synth": 0,
  "hold_path.class": "in2async",
  "total_power_mw": 2.37,
  "synthArstFlopShare_pct": 100,
  "post_route_cells_drive_above_1_share_pct": 41.2,
  "top_cell": "sky130_fd_sc_hd__dfrtp_1",
  "ir_worst_vdd_uv": 560,
  "largest_register": "crcDat_out",
  "grt_pass1_vias": 465,
  "detail_route.drc_violations": 0,
  "initialDrtViolationCount": 7,
  "numPortBuffers": 19,
  "synth_top_flop_cell": "sky130_fd_sc_hd__dfrtp_1",
  "largest_reg_flops": 16,
  "gp_congestion": 0.664,
  "grt.total_usage_pct": 3.79,
  "clock_pin_slew_on_the_worst_setup_and_hold_paths_ns": 0.05,
  "largestRegisters": "crcDat_out x16",
  "clock.latency.late_pin_ns": 0.24,
  "timing_max_transition_violations_final": 0,
  "routed_length_on_met3_um": 167,
  "synth.yosys.num_cells": 52,
  "power-per-cell-area_mw_per_mm2": 2310,
  "crit_path_required_time_ns": 1.32,
  "antenna-diode-count": 0,
  "clk_path_buf_depth": 2,
  "chip_height_um": 92,
  "log.warning_count": 27,
  "grt_setup_unrepaired": "yes",
  "grt_overflow_total": 0,
  "cts_inserted_buffers": 3,
  "max_slew_margin_pct": 86.7,
  "critPathLaunch": "crcDat_out[11]$_DFFE_PP0P_",
  "timing.rr.start": "crcDat_out[11]$_DFFE_PP0P_",
  "totalWireLength_um": 1460,
  "routedWlPerCell_um": 10.5,
  "grt_start_max_net_pins": 18,
  "post_layout_utilization_of_the_core_pct": 20.3,
  "finalCritPeriodShare_pct": 99.1,
  "ys.flops": 16,
  "sequentialPowerShare_pct": 42.0,
  "critical-path-max-stage-delay_ns": 0.42,
  "cts.sinks": 16,
  "clock.fmax_ghz": 0.841,
  "post-place-cells": 128,
  "synthDominantCellAreaShare_pct": 53.2,
  "final-hold-violation-count": 0,
  "cp-start-kind": "register",
  "grt_antenna_before_repair": 0,
  "fp_util_pct": 14.8,
  "grt_first_pass_wirelength_um": 2520,
  "final.hold.worst_slack_ns": 0.309,
  "stdcell_count": 138,
  "worst_clock_skew_on_the_final_layout_ns": 0.00202,
  "cap_viol_max_count": 0,
  "register_area_share_after_synthesis_pct": 53.2,
  "tritoncts": "yes",
  "die_area_sq_mm": 0.00846,
  "worst-endpoint-arrival_ns": 1.31,
  "power_leakage_nw": 0.455,
  "cts-root-buf": "sky130_fd_sc_hd__clkbuf_8",
  "synth.lib_cells_used.distinct": 10,
  "fp.dieW_um": 92,
  "syn-instance-count": 52,
  "fp.coreArea_sq_mm": 0.00507,
  "top_cells_by_count": "sky130_fd_sc_hd__dfrtp_1, sky130_fd_sc_hd__buf_4, sky130_fd_sc_hd__mux2_2",
  "critPathSlowestCell": "sky130_fd_sc_hd__xor3_1",
  "synthesis.area_per_instance_sq_um": 14.5,
  "worstSetupEndpointType": "register",
  "vias_per_cell": 2.99,
  "number_of_setup_violations_in_the_final_report": 0,
  "timing.critical_path.fanout_max": 3,
  "synth_warnings": 1,
  "ff2ff_setup_slack_ns": 0.01,
  "run_status": "complete, no violations",
  "cell_rows": 26,
  "classification_of_the_worst_setup_path": "reg2reg",
  "metal_1_wl_um": 617,
  "worstMarginPinSlew_ns": 0.199,
  "pwr-share-comb_pct": 42.4,
  "largest_area_cell": "sky130_fd_sc_hd__dfrtp_1"
}
power by group through the flow:
| stage | clock network (mW) | logic [mW] | registers (mW) |
|---|---|---|---|
| global route | 0.420 | 1.13 | 1.06 |
| CTS | 0.388 | 1.09 | 1.00 |
| finish | 0.368 | 1.01 | 0.999 |
cells in the final DEF (no fill, tap or decap), drive strengths merged:
| master | synthesis | layout |
|---|---|---|
| xor3 | 2 | 2 |
| dfrtp | 16 | 16 |
| a21oi | 1 | 1 |
| clkdlybuf4s50 | 0 | 2 |
| buf | 15 | 9 |
| nor2 | 1 | 1 |
| mux2 | 15 | 15 |
| xnor2 | 1 | 1 |
| dlygate4sd2 | 0 | 17 |
| clkbuf | 0 | 3 |
| inv | 1 | 1 |
per-stage QoR:
step	instance area [sq um]	setup slack (ns)
finish	1030	0.0109
global route	1030	-0.0239
CTS	1040	-0.0627
detailed placement	947	-0.300
global placement	947	-0.283
floorplan	752	0.0315
worst max-delay path, delay by kind of cell (launching register included):
kind                      cells  cell delay, ns
DFF                           1            0.39
muxes                         1            0.26
xor gates and xnor gates      1            0.42
final timing paths:
check | endpoint | depth (start not counted)
max in group asynchronous | crcDat_out[15]$_DFFE_PP0P_ | 3
worst max register to register | crcDat_out[12]$_DFFE_PP0P_ | 2
worst max-delay path | crcDat_out[12]$_DFFE_PP0P_ | 2
min in group clk0 | crcDat_out[7]$_DFFE_PP0P_ | 1
worst min register to register | crcDat_out[7]$_DFFE_PP0P_ | 1
worst min-delay path | crcDat_out[2]$_DFFE_PP0P_ | 3
cell families (layout without fill, tap and decap cells):
| group | Yosys count | in the layout | synth area share [%] |
|---|---|---|---|
| AND-OR/OR-AND | 1 | 1 | 0.665 |
| XOR/XNOR | 3 | 3 | 7.49 |
| buffers and inverters | 16 | 32 | 15.1 |
| flip-flops | 16 | 16 | 53.2 |
| multiplexers | 15 | 15 | 23.0 |
| AND/OR/NAND/NOR | 1 | 1 | 0.499 |
layout make-up:
| cell class | instances | area (sq um) |
|---|---|---|
| repair buffers | 28 | 253 |
| fillers | 571 | 4050 |
| multi-input cells | 20 | 241 |
| well taps | 70 | 87.6 |
| clock buffers | 3 | 41.3 |
| flip-flops and latches | 16 | 402 |
| inverters | 1 | 3.75 |
layer usage:
metal | up-vias | GRT usage [%]
met3 | 2 | 2.47
met5 | - | 0
met1 | 206 | 4.73
met2 | 11 | 5.65
li1 | 193 | -
met4 | 0 | 0.257
repair_timing:
item | 4_1_cts | 5_1_grt
pin swaps | 1 | 1
setup buffers | 9 | 0
setup endpoints to repair | 18 | 2
resized | 20 | 0
hold buffers | 0 | 0
gates cloned | 0 | 0
Power and IR drop assume default switching activity.
